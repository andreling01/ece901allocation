==> design/flow/design.v <==
`default_nettype none
module branchUnit( 
   flush_pos, flush,
   inst0, inst1, inst2, inst3, nxt_indx, brch_mis_indx, curr_pos,
   pr_need_inst, mis_pred, cmt_brch_indx, cmt_brch, clk, rst_n
   );
   input wire [65:0] inst0,inst1, inst2, inst3;
   input wire [5:0] 	nxt_indx;
   input wire [5:0] 	brch_mis_indx;
   input wire [5:0] 	curr_pos;
   input wire [3:0] 	pr_need_inst;
   input wire 		mis_pred;
   input wire [5:0] 	cmt_brch_indx;
   input wire 		cmt_brch;
   output wire [6:0] 	flush_pos;
   output reg 		flush; 		
   input wire 		clk,rst_n;
   wire 	     indx1,indx2,indx3;
   wire [5:0] 	     curr_pos1,curr_pos2,curr_pos3;
   reg [13:0] 	     pos_reg0,pos_reg1;  
   wire 	     brch0,brch1,brch2,brch3;
   reg 		     pos_reg0_en,pos_reg1_en;
   reg [13:0]	     pos_reg0_input,pos_reg1_input;
   reg 		     pos_reg0_clr,pos_reg1_clr;
   reg 		     flush_pos_sel;
   assign indx1 = nxt_indx + 1;
   assign indx2 = nxt_indx + 2;
   assign indx3 = nxt_indx + 3;
   assign curr_pos1 = curr_pos + pr_need_inst[0];
   assign curr_pos2 = curr_pos + pr_need_inst[1] + pr_need_inst[0];
   assign curr_pos3 = curr_pos + pr_need_inst[2] + pr_need_inst[1] + pr_need_inst[0];
   assign brch0 = (inst0[31:30] == 2'b00) ? 0:1;
   assign brch1 = (inst1[31:30] == 2'b00) ? 0:1;
   assign brch2 = (inst2[31:30] == 2'b00) ? 0:1;
   assign brch3 = (inst3[31:30] == 2'b00) ? 0:1;
   always@(brch0,brch1,brch2,brch3)
     begin
	pos_reg0_en = 1'b0;
	pos_reg1_en = 1'b0;
	pos_reg0_input = 13'b0;
	pos_reg1_input = 13'b0;
	if(brch0) 
	  begin
	     if(pos_reg0[0])
	       begin
		  pos_reg0_en = 1'b1;
		  pos_reg0_input = {1'b0,nxt_indx,curr_pos};
	       end
	     else
	       begin
		  pos_reg1_en = 1'b1;
		  pos_reg1_input = {1'b0,nxt_indx,curr_pos};
	       end
	  end
	if(brch1)
	  begin
	     if(!pos_reg0[0] ||  pos_reg0_en)
	       begin
		  pos_reg1_en = 1'b1;
		  pos_reg1_input = {1'b0,indx1,curr_pos1};
	       end
	     else
	       begin
		  pos_reg0_en = 1'b1;
		  pos_reg0_input = {1'b0,indx1,curr_pos1};
	       end
	  end  
	if(brch2)
	  begin
	     if(!pos_reg0[0] ||  pos_reg0_en)
	       begin
		  pos_reg1_en = 1'b1;
		  pos_reg1_input = {1'b0,indx2,curr_pos2};
	       end
	     else
	       begin
		  pos_reg0_en = 1'b1;
		  pos_reg0_input = {1'b0,indx2,curr_pos2};
	       end
	  end  
	if(brch3)
	  begin
	     if(!pos_reg0[0] ||  pos_reg0_en)
	       begin
		  pos_reg1_en = 1'b1;
		  pos_reg1_input = {1'b0,indx3,curr_pos3};
	       end
	     else
	       begin
		  pos_reg0_en = 1'b1;
		  pos_reg0_input = {1'b0,indx3,curr_pos3};
	       end
	  end  
     end  
   always@( cmt_brch or cmt_brch_indx or pos_reg0
	   or pos_reg1)
     begin
	pos_reg0_clr = 1'b0;
	pos_reg1_clr = 1'b0;
	if(cmt_brch)
	  begin
	     if(cmt_brch_indx == pos_reg0[11:6])
	       pos_reg0_clr = 1'b1;
	     else if(cmt_brch_indx == pos_reg1[11:6])
	       pos_reg1_clr = 1'b1;
	     else
	       begin
		  pos_reg0_clr = 1'b0;
		  pos_reg1_clr = 1'b0;
	       end
	  end
     end  
   always@( brch_mis_indx or mis_pred or pos_reg0
	   or pos_reg1)
     begin
	flush = 1'b0;
	if(mis_pred)
	  begin
	     flush = 1'b1;
	     if(brch_mis_indx == pos_reg0[11:6])
	       flush_pos_sel = 1'b0;
	     else if(brch_mis_indx == pos_reg1[11:6])
	       flush_pos_sel = 1'b1;
	     else
	       flush_pos_sel = 1'b0;
	  end
     end  
   always@(posedge clk,negedge rst_n)
     begin
	if(!rst_n)
	  pos_reg0 <= 13'b0;
	else if (pos_reg0_clr)
	  pos_reg0 <= {1'b1,13'b0};
	else if (pos_reg0_en)
	  pos_reg0 <= pos_reg0_input;
	else
	  pos_reg0 <= pos_reg0;
     end
   always@(posedge clk,negedge rst_n)
     begin
	if(!rst_n)
	  pos_reg1 <= 13'b0;
	else if (pos_reg1_clr)
	  pos_reg1 <= {1'b1,13'b0};
	else if (pos_reg1_en)
	  pos_reg1 <= pos_reg1_input;
	else
	  pos_reg1 <= pos_reg1;
     end
   assign flush_pos = flush_pos_sel ? pos_reg1:pos_reg0;
endmodule  
==> design/flow/run.sh <==
#!/bin/bash
# OpenROAD 26Q1-2900-gdf79404cd8, Yosys 0.63+post, stock flow scripts
make -C /OpenROAD-flow-scripts/flow DESIGN_CONFIG=/design/flow/config.mk WORK_HOME=/design/flow/orfs finish
==> design/flow/config.mk <==
export PLATFORM = sky130hd
export DESIGN_NAME = branchUnit
export DESIGN_NICKNAME = branchUnit
export VERILOG_FILES = /design/flow/design.v
export SDC_FILE = /design/flow/constraint.sdc
export NUM_CORES = 4
export LEC_CHECK = 1
export CORE_AREA = 10 10 124 124
export DIE_AREA = 0 0 134 134
==> design/flow/constraint.sdc <==
current_design branchUnit

set clk_period 3.9
set clk_io_pct 0.2

create_clock -name clk0 -period $clk_period [get_ports {clk}]

set non_clock_inputs [all_inputs -no_clocks]
set_input_delay [expr $clk_period * $clk_io_pct] -clock clk0 $non_clock_inputs
set_output_delay [expr $clk_period * $clk_io_pct] -clock clk0 [all_outputs]
==> flow_metrics.tcl <==
# implementation run metrics
set metrics [dict create \
    outcome "completed" \
    grt_remaining_overflow 0 \
    final_hold_viol_count 0 \
    worstSetupPathType "input port to flop" \
    warnings 282 \
    dp_hpwl_um 5780 \
    crit_path_end_kind "flop" \
    timing.rr.start "pos_reg0[0]$_DFFE_PN0P_" \
    grtUsageTotal 0.0835 \
    logic_area_um2 1570 \
    wl_per_cell_um 15.7 \
    clk_path_buf_depth 2 \
    async_flop_share 0.960 \
    yosysTopAreaCellShare 0.264 \
    finalSetupViolations 0 \
    hold_end "pos_reg1[3]$_DFFE_PN0P_" \
    p_leak_nw 1.11 \
    untimed_endpoints 1 \
    drcViolationCount 0 \
    tightest_slew_ns 0.769 \
    clockRootBuffer "clkbuf_16" \
    finalCritPeriodShare 0.753 \
    r2r-end "pos_reg1[2]$_DFFE_PN0P_" \
    vias_per_cell 4.65 \
    insertion_delay_ns 0.26 \
    die_height_um 134 \
    synthCells 271 \
    gp_congestion 0.941 \
    cpPeakStageDelay_ns 0.53 \
    diodes 0 \
    area_leaders "dfrtp_1, xnor2_1, a21oi_1" \
    worstPathArrival_ns 3.12 \
    timing.hold.ws_ns 0.506 \
    min_path_type "flop to flop" \
    slew_headroom 0.485 \
    io_pins 304 \
    finalClockSkew_ns 0.00292 \
    crit_fanout 5 \
    numCtsBuffers 3 \
    reg2reg_slack_ns 1.63 \
    io_buffers 46 \
    synth_flops 25 \
    synth_warnings 1 \
    hold_depth 1 \
    slew_violations 0 \
    maxCapViolCount 0 \
    cts_tree "done" \
    final-seq-area_um2 616 \
    synth.largest_area_cell "dfrtp_1" \
    rsz0062_at_grt "false" \
    drive_gt1_frac 0.101 \
    chipArea_um2 18000 \
    cpMostUsedCell "fa_1" \
    fp-utilization 0.180 \
    yosys_area_um2 2280 \
    flop_cell "dfrtp_1" \
    h-tree-depth 1 \
    final_core_util 0.237 \
    ys_types 58 \
    vdd_drop_max_mv 0.266 \
    drt-initial-drc-count 227 \
    rows 41 \
    yosysMostFrequentCell "nor2_1" \
    max_freq_mhz 341 \
    finalWirelength_um 7500 \
    edf_count 0 \
    path_cells "clkdlybuf4s50_1 -> fa_1 -> ha_1 -> fa_1 -> nand3_1 -> xnor2_1 -> nand2b_1 -> o31ai_1 -> a21oi_1" \
    worstPathRequired_ns 4.08 \
    clk_pin_slew_ns 0.06 \
    common_cells "nor2_1, a21oi_1, dfrtp_1" \
    fin_crit_ns 2.94 \
    fillers 1383 \
    grt_first_pass_wirelength_um 12300 \
    tns_ns 0 \
    grt_max_degree 25 \
    antenna_found_initial 0 \
    hp-start "pos_reg1[3]$_DFFE_PN0P_" \
    coreArea_um2 12700 \
    cts_resized 0 \
    cp-start-kind "input port" \
    postCtsHoldBufs 0 \
    post-cts-setup-buffer-count 0 \
    power_density_nw_per_um2 245 \
    first_global_vias 2256 \
    die_w_um 134 \
    ant_nets 0 \
    vias 2228 \
    syn_area_um2 2280 \
    cp_slowest_cell "clkdlybuf4s50_1" \
    synthesis.area_per_instance_um2 8.41 \
    synthToLayoutAreaGrowth_pct 32.1 \
    ys_cells 271 \
    worst-r2r-cell-count 7 \
    unclocked_pins 1 \
    first_pass_iters 4 \
]
## worst max-delay path: cells and delay by family
family | cells | cell delay [ns]
adder cells (fa/ha/maj) | 3 | 1.19
AND-OR/OR-AND | 2 | 0.20
buffers and inverters | 1 | 0.53
AND/OR/NAND/NOR | 2 | 0.27
XOR/XNOR | 1 | 0.14
## where the power goes
part | switching [mW] | total (mW) | internal, mW
sequential | 0.00687 | 0.267 | 0.260
clock | 0.0862 | 0.290 | 0.204
combinational | 0.0919 | 0.179 | 0.0875
total | 0.185 | 0.736 | 0.551
## worst max path at each step
| stage | depth (start not counted) | slack, ns | from | to |
|---|---|---|---|---|
| CTS | 9 | 0.94 | curr_pos[0] | pos_reg1[4]$_DFFE_PN0P_ |
| global route | 9 | 0.86 | curr_pos[0] | pos_reg1[4]$_DFFE_PN0P_ |
| finish | 9 | 0.96 | curr_pos[0] | pos_reg1[4]$_DFFE_PN0P_ |
## registers in the layout, indices dropped and copies added (netlist names)
register / cells
pos_reg1: 12
pos_reg0: 12
flush_pos_sel: 1
## layout make-up
type                            instances  share of cell area
Clock inverter                          1             0.00998
Sequential cell                        25               0.205
Multi-Input combinational cell        225               0.521
Tap cell                              172              0.0715
Timing Repair Buffer                   51               0.165
Inverter                                2             0.00249
Clock buffer                            3              0.0249
## cell usage in the layout (no fill, tap or decap), types with 2 or more instances in the layout
cell and n:
nor4_1 3, o211ai_1 5, ha_1 5, clkdlybuf4s50_1 46
mux2_2 8, a21oi_1 25, o21ai_0 7, nor2_1 28
xor2_1 11, nand3_1 9, o31ai_1 3, nor3_1 9
a22oi_1 10, buf_4 5, xnor2_1 22, nor3_2 3
a21o_1 2, dfrtp_1 24, or2_2 4, a221oi_1 3
inv_1 2, nand4_1 6, a211oi_1 2, fa_1 3
a22o_1 8, o2111ai_1 2, o21ai_1 2, nand2_1 17
clkbuf_16 3
## through the flow
step	power [mW]	instance area, µm²	std cells	setup slack (ns)
floorplan	0.368	2280	271	1.43
global placement	0.449	2900	475	0.679
detailed placement	0.449	2900	475	0.669
CTS	0.743	3010	479	0.936
global route	0.776	3010	479	0.862
finish	0.736	3010	479	0.964
## logic make-up after synthesis
group,after synthesis,synth area share
flops,24,0.264
fa+ha+maj,9,0.0582
compound gates,80,0.238
latches,1,0.00659
simple gates,94,0.221
buf+inv,21,0.0417
xor+xnor,33,0.127
mux,9,0.0439
## layer usage
metal	GRT usage	vias to the layer above	routed length, µm
li1	-	1077	-
met2	0.122	101	3190
met4	0.0103	0	59
met1	0.123	1041	3580
met5	0	-	0
met3	0.0243	9	674
Power and IR drop assume default switching activity.
