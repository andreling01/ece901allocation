## design/flow/run.sh

```bash
#!/bin/bash
# OpenROAD 26Q1-2900-gdf79404cd8, Yosys 0.63+post, stock flow scripts
make -C /OpenROAD-flow-scripts/flow DESIGN_CONFIG=/design/flow/config.mk WORK_HOME=/design/flow/orfs finish
```

## design/flow/config.mk

```make
export PLATFORM = sky130hd
export DESIGN_NAME = reorderUnit
export DESIGN_NICKNAME = reorderUnit
export VERILOG_FILES = /design/flow/design.v
export SDC_FILE = /design/flow/constraint.sdc
export NUM_CORES = 4
export LEC_CHECK = 1
export CORE_AREA = 10 10 136 136
export DIE_AREA = 0 0 146 146
```

## design/flow/constraint.sdc

```tcl
current_design reorderUnit

set clk_period 1.4
set clk_io_pct 0.2

create_clock -name clk0 -period $clk_period

set non_clock_inputs [all_inputs -no_clocks]
set_input_delay [expr $clk_period * $clk_io_pct] -clock clk0 $non_clock_inputs
set_output_delay [expr $clk_period * $clk_io_pct] -clock clk0 [all_outputs]
```

## design/flow/design.v

```verilog
`default_nettype none
module reorderUnit( 
   ld_indx_to_lsq, st_indx_to_lsq,
   inst_in0, inst_in1, inst_in2, inst_in3, nxt_indx
   );
   input wire [65:0] inst_in0,inst_in1,inst_in2,inst_in3;
   input wire [6:0] 	nxt_indx;
   output wire [31:0] ld_indx_to_lsq;
   output wire [31:0] st_indx_to_lsq;
   wire 	      indx1,indx2,indx3;
   assign indx1 = nxt_indx + 7'h1;   
   assign indx2 = nxt_indx + 7'h2;   
   assign indx3 = nxt_indx + 7'h3;
   assign ld_indx_to_lsq[7:0] = inst_in0[26] ? {1'b1,nxt_indx} : (inst_in1[26] ? {1'b1,indx1} : (inst_in2[26] ? {1'b1,indx2} : (inst_in3[26] ? {1'b1,indx3} : 8'b0)));
   assign ld_indx_to_lsq[15:8] = (inst_in0[26] && inst_in1[26]) ? {1'b1,indx1}:
				 ((inst_in0[26] && inst_in2[26]) || (inst_in1[26] && inst_in2[26])) ? {1'b1,indx2}:
				 ((inst_in0[26] && inst_in3[26]) || (inst_in1[26] && inst_in3[26]) || (inst_in2[26] && inst_in3[26])) ? {1'b1,indx3}:
				 8'b0;
   assign ld_indx_to_lsq[23:16] = (inst_in0[26] && inst_in1[26] && inst_in2[26]) ? {1'b1,indx2}:
				  ((inst_in0[26] && inst_in1[26] && inst_in3[26]) || (inst_in0[26] && inst_in2[26] && inst_in3[26]) || (inst_in2[26] && inst_in1[26] && inst_in3[26])) ? indx3:8'b0;
   assign ld_indx_to_lsq[31:24] = (inst_in0[26] && inst_in1[26] && inst_in2[26] && inst_in3[26]) ? {1'b1,indx3} : 8'b0;
   assign st_indx_to_lsq[7:0] = inst_in0[25] ? {1'b1,nxt_indx} : (inst_in1[25] ? {1'b1,indx1} : (inst_in2[25] ? {1'b1,indx2} : (inst_in3[25] ? {1'b1,indx3} : 8'b0)));
   assign st_indx_to_lsq[15:8] = (inst_in0[25] && inst_in1[25]) ? {1'b1,indx1}:
				 ((inst_in0[25] && inst_in2[25]) || (inst_in1[25] && inst_in2[25])) ? {1'b1,indx2}:
				 ((inst_in0[25] && inst_in3[25]) || (inst_in1[25] && inst_in3[25]) || (inst_in2[25] && inst_in3[25])) ? {1'b1,indx3}:
				 8'b0;
   assign st_indx_to_lsq[23:16] = (inst_in0[25] && inst_in1[25] && inst_in2[25]) ? {1'b1,indx2}:
				  ((inst_in0[25] && inst_in1[25] && inst_in3[25]) || (inst_in0[25] && inst_in2[25] && inst_in3[25]) || (inst_in2[25] && inst_in1[25] && inst_in3[25])) ? indx3:8'b0;
   assign st_indx_to_lsq[31:24] = (inst_in0[25] && inst_in1[25] && inst_in2[25] && inst_in3[25]) ? {1'b1,indx3} : 8'b0;
endmodule  
```

==> GITHUB_STEP_SUMMARY <==
## PnR job results

| Metric | Value |
|---|---|
| Outcome | `complete, but fails checks` |
| Violated checks | `setup timing` |
| Area growth, synth to finish | `132%` |
| DR vias/cell | `2.26` |
| Hold Violations, Final | `0` |
| Vias in the first global route | `1041` |
| Chip area in the Yosys report | `738 sq um` |
| Layout cells sized above 1 | `around 46%` |
| Setup TNS | `-0.111 ns` |
| Number of port buffers | `approximately 43` |
| DR pass1 iterations | `2` |
| Die Ht | `146 um` |
| FP Rows | `46` |
| Number of clock buffers in the layout | `0` |
| Power per cell area | `224 nW/um^2` |
| Finished Layout Cells | `399` |
| DR vias | `901` |
| Storage cell area | `0 sq um` |
| Slowest-stage cell, CP | `or4b_4` |
| Leak pwr | `0.790 nW` |
| Setup violators final | `4` |
| Launch point of the worst path | `nxt_indx[0]` |
| Critical Path RT | `1.12 ns` |
| # Max-Cap Violations | `0` |
| Initial antenna violation count | `0` |
| DP HPWL | `2790 um` |
| Unique masters post-synth | `28` |
| GRT Util Overall | `2.89%` |
| Die Wd | `approximately 150 um` |
| Tmin final | `1.47 ns` |
| Worst Setup Start Kind | `input port` |
| DRT Wirelength | `3460 um` |
| Routed wire length per instance | `around 8.7 um` |
| Registers | `0` |
| Gate Count Post-Synth | `112` |
| Largest net degree at the start of global routing | `9` |
| Upper clock frequency limit | `681 MHz` |
| Remaining antenna violation count | `0` |
| Chip area | `21300 sq um` |
| First-pass GRT wire length | `5020 um` |
| HP Class | `in -> out` |
| Fill cells | `1782` |
| Kind of end point of the critical path | `output pin` |
| Ys cells | `112` |
| Hold buffer count at cts | `0` |
| RSZ-0062 raised after global routing | `true` |
| Count of tool warnings | `290` |
| DR iter-0 viols | `7` |
| Worst Hold Launch | `inst_in1[26]` |
| Max-slew violations | `0` |
| Gpl congestion | `between 0.7 and 0.8` |
| Grt ovf | `0` |
| Register share after synthesis | `0%` |
| Inserted Diodes | `0` |
| DRC Markers | `0` |
| Setup ws final | `-0.0676 ns` |
| Post-Syn Area | `738 sq um` |
| CP max stage delay | `0.51 ns` |
| Critical path peak fanout | `3` |
| Core footprint | `15700 sq um` |
| Crit Path Class | `in -> out` |
| Tcrit/Tclk final | `105%` |
| Core Density at Floorplan | `around 4.7%` |
| CP cell instances | `buf_8 -> buf_6 -> or4b_4 -> o211ai_2 -> buf_2` |
| WP data arrival | `1.19 ns` |
| Ports | `335` |
| Fin Hold WS | `between 0.9 and 1 ns` |
| VDD IR-drop max | `roughly 0.11 mV` |
| Avg Cell Area, Syn | `around 6.6 sq um` |
| Placed insts | `379` |
| Synthesis Warnings | `0` |
-- Yosys cell counts (2+ instances only) --
cell / count / area share (%)
nor3_1: 2 / 1.4
a21oi_1: 6 / 4.1
and2_1: 12 / 10
nand2_1: 2 / 1.0
buf_2: 5 / 3.4
clkbuf_1: 2 / 1.0
maj3_1: 3 / 4.1
buf_4: 40 / 41
nor2_1: 8 / 4.1
a22o_1: 4 / 4.7
and3_1: 3 / 2.5
nor2b_1: 4 / 3.4
o21ai_0: 3 / 2.0
nor4_1: 2 / 1.7
inv_1: 3 / 1.5
-- cell usage in the layout, fill, tap and decap left out, drive strengths merged, types with 2 or more instances in the layout --
| master | synthesis | final |
|---|---|---|
| a22o | 4 | 4 |
| nor2b | 4 | 4 |
| buf | 45 | 61 |
| clkdlybuf4s50 | 0 | 5 |
| and3 | 3 | 3 |
| nor2 | 8 | 8 |
| a21oi | 6 | 6 |
| inv | 3 | 2 |
| dlygate4sd2 | 0 | 14 |
| and2 | 12 | 12 |
| maj3 | 4 | 4 |
| nor3 | 2 | 2 |
| o21ai | 4 | 4 |
| conb | 1 | 36 |
| nor4 | 2 | 2 |
| clkdlybuf4s15 | 0 | 2 |
| nand2 | 2 | 2 |
-- final cells by class --
type	instances	area, sq um	share of cell area [%]
timing repair buffer	83	773	45.2
multi-input combinational	97	653	38.2
tap	216	270	15.8
inverter	3	15.0	0.877
-- logic make-up (layout without fill, tap and decap cells) --
group | count (synthesis) | after routing | share of synthesized area (%)
AOI/OAI and AO/OA | 17 | 17 | 15.3
xor gates and xnor gates | 2 | 2 | 2.37
adders and majority gates | 4 | 4 | 5.59
buffers and inverters | 50 | 86 | 46.6
muxes | 1 | 1 | 1.36
other | 1 | 36 | 0.508
and+or+nand+nor | 37 | 37 | 28.3
-- critical path: cells and delay by family --
family                 cells  cell delay, ns
AOI/OAI and AO/OA          1            0.07
buffers and inverters      3            0.33
and+or+nand+nor            1            0.51
-- worst paths after layout --
kind | to | slack, ns | cells after the start
worst min-delay path | ld_indx_to_lsq[16] | 0.91 | 4
worst max-delay path | ld_indx_to_lsq[16] | -0.07 | 5
-- power breakdown --
| part | internal (mW) | leakage, nW | total, mW | switching [mW] |
|---|---|---|---|---|
| clock network | 0 | 0 | 0 | 0 |
| logic | 0.237 | 0.790 | 0.383 | 0.146 |
| registers | 0 | 0 | 0 | 0 |
-- layer usage --
metal  global-route usage [%]  part of all wire [%]  vias up
met3                     1.71                    13        0
met4                        0                     0        0
met1                     3.92                    50      389
li1                         -                     -      443
met5                        0                     0        -
met2                     4.11                    36       69
-- through the flow --
stage | util [%] | power (mW) | cell area (sq um) | worst slack, ns
detailed placement | 8.91 | 0.306 | 1400 | -0.829
global route | 10.9 | 0.424 | 1710 | -0.107
finish | 10.9 | 0.383 | 1710 | -0.0676
floorplan | - | 0.171 | 870 | 0.128
global placement | 8.91 | 0.310 | 1400 | -0.831
CTS | 10.5 | 0.369 | 1650 | -0.0803
-- timing repair --
action / CTS / global route
gates resized: 151 / 17
endpoints found under the setup margin: 28 / 10
gates cloned: 2 / 0
pin swaps: 20 / 7
setup buffers: 17 / 2
Power is estimated from default activity; no workload was simulated.
